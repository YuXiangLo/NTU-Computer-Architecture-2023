$ cat ./config.mk
export PLATFORM = sky130hd
export DESIGN_NAME = ID_EX
export DESIGN_NICKNAME = ID_EX
export VERILOG_FILES = /design/flow/design.v
export SDC_FILE = /design/flow/constraint.sdc
export NUM_CORES = 4
export LEC_CHECK = 1
export CORE_UTILIZATION = 30
$ cat ./constraint.sdc
current_design ID_EX

set clk_period 1.0
set clk_io_pct 0.2

create_clock -name clk0 -period $clk_period [get_ports {clk_i}]

set non_clock_inputs [all_inputs -no_clocks]
set_input_delay [expr $clk_period * $clk_io_pct] -clock clk0 $non_clock_inputs
set_output_delay [expr $clk_period * $clk_io_pct] -clock clk0 [all_outputs]
$ cat ./design.v
module ID_EX
(
    clk_i,
    rst_i,
    RegWrite_i,
    MemtoReg_i,
    MemRead_i,
    MemWrite_i,
    ALUOp_i,
    ALUSrc_i,
    data1_i,
    data2_i,
    Imm_i,
    funct_i,
    RS1addr_i,
    RS2addr_i,
    RDaddr_i, 
    RegWrite_o,
    MemtoReg_o,
    MemRead_o,
    MemWrite_o,
    ALUOp_o,
    ALUSrc_o,
    data1_o,
    data2_o,
    Imm_o,
    funct_o,
    RS1addr_o,
    RS2addr_o,
    RDaddr_o, 
);
input   clk_i;
input   rst_i;
input   RegWrite_i;
input   MemtoReg_i;
input   MemRead_i;
input   MemWrite_i;
input   [1:0]   ALUOp_i;
input   ALUSrc_i;
input   [31:0]  data1_i;
input   [31:0]  data2_i;
input   [31:0]  Imm_i;
input   [9:0]   funct_i;
input   [4:0]   RS1addr_i;
input   [4:0]   RS2addr_i;
input   [4:0]   RDaddr_i;
output reg  RegWrite_o;
output reg  MemtoReg_o;
output reg  MemRead_o;
output reg  MemWrite_o;
output reg [1:0]   ALUOp_o;
output reg ALUSrc_o;
output reg [31:0]  data1_o;
output reg [31:0]  data2_o;
output reg [31:0]  Imm_o;
output reg [9:0]   funct_o;
output reg [4:0]   RS1addr_o;
output reg [4:0]   RS2addr_o;
output reg [4:0]   RDaddr_o;
always@(posedge clk_i) begin
    if(!rst_i)begin
        RegWrite_o <= RegWrite_i;
        MemtoReg_o <= MemtoReg_i;
        MemRead_o <= MemRead_i;
        MemWrite_o <= MemWrite_i;
        ALUOp_o <= ALUOp_i;
        ALUSrc_o <= ALUSrc_i;
        data1_o <= data1_i;
        data2_o <= data2_i;
        Imm_o <= Imm_i;
        funct_o <= funct_i;
        RS1addr_o <= RS1addr_i;
        RS2addr_o <= RS2addr_i;
        RDaddr_o <= RDaddr_i;
    end
end
endmodule
$ cat ./run.sh
#!/bin/bash
# OpenROAD 26Q1-2900-gdf79404cd8, Yosys 0.63+post, stock flow scripts
make -C /OpenROAD-flow-scripts/flow DESIGN_CONFIG=/design/flow/config.mk WORK_HOME=/design/flow/orfs finish
==> results.txt <==
Flow results.

- The number of warning messages in the yosys log is 1.
- Antenna repair during routing inserted a diode count of 0.
- The critical path in this run is classified as reg2out.
- The routed via count is 2,330.
- The total iterations of the first detailed-routing run is 4.
- The number of buffer and inverter stages on the critical path is 1.
- Hold timing on the final database bottoms out at a slack of 0.350 ns.
- The worst setup path is captured at a primary output.
- TritonCTS reports the number of clock sinks as 128.
- The report puts the hold buffer count at CTS at 0.
- The initial antenna violation count is 0.
- Looking at the worst setup and hold paths, the clock pins of their registers show a slew of 0.06 ns.
- The power report attributes to the sequential group a share of 0.479.
- TritonCTS built the clock tree.
- The number of H-tree levels is 4.
- The layer flagged by global routing as most heavily used is met2.
- The fraction of synthesis flops using an asynchronous set or reset pin is 0.
- The number of hold violations in the final report is 0.
- The maximum root-to-sink buffer count is 2.
- In this run the tightest slew margin relative to its limit is 0.798.
- The count of multi-input combinational gates is 0.
- The most frequently used flop master after synthesis is sky130_fd_sc_hd__edfxtp_1.
- The worst endpoint data arrival time is 0.90 ns.
- The type of the tightest min-delay check is in2reg.
- In the final report, the number of pins over their slew limit comes to 0.
- Recorded from the global router log, the overflow total was 0.
- The cell row count is 41.
- The die outline area is 0.0133 sq mm.
- The tool warning count for the run is 28.
- RePlAce ended its routability-driven mode at a weighted congestion of 0.785.
- The count of routing violations after the opening detailed-route iteration is 126.
- The completed layout was analyzed and its total power is 13.5 mW.
- The register bit count reported by yosys is 128.
- The time the worst path needs with I/O delays and setup is 1.10 ns.
- The synthesized design contains 128 enable-type register cells.
- In this run the post-CTS setup repair buffer count came out at 0.
- The mean post-synth cell area is 29.8 sq um.
- Per the OpenROAD floorplan log, the width of the die is 115 microns.
- The signal on the critical path passes through buf_2.
- The layout has 1,055 filler cells.
- According to the floorplan report, the die height is 115 microns.
- The maximum number of pins on one net before global-route repair is 56.
- Summing all multi-input logic gate instances after layout gives 0 sq um.
- In this run the remaining antenna-violating nets after routing total 0.
- The post-route worst setup slack is -0.104 ns.
- The internal portion of the total power is 11.0 mW.
- Per the layout area report, the register area comes to 0.00384 sq mm.
- Summed over all nets, the half-perimeter wirelength after detailed placement is 6320 microns.
- Per the run report, area growth between synthesis and finish was 75.0%.
- The final routed wire length divided by cell count is 14.2 microns.
- The final reports fail on negative setup slack.
- The synthesized netlist has a Yosys-reported chip area of 0.00385 sq mm.
- Setup repair after global routing could not meet its margin everywhere.
- The number of maximum-capacitance violations is 0.
- In this run, CTS created clock tree buffers numbering 17.
- Along the worst hold path, the cell count comes to 1.
- The terminating pin of the worst hold path is RS2addr_o[0].
- Pin placement for this block handled 258 I/O pins.
- TritonRoute reported its final design rule violation total as 0.
- The flow ran to the end, but the final reports show violations.
- In this build the clock could be raised as far as 0.905 GHz.
- The final number of setup-violating endpoints is 128.
- For reference, the top cells by area after synthesis are sky130_fd_sc_hd__edfxtp_1, sky130_fd_sc_hd__inv_1.
- The worst vdd rail ir drop is 926 uV.
- The via count of the first global-routing pass is 2,263.
- STA classifies the critical path startpoint as a flip-flop.
- The total power divided by cell area is 2010 mW/mm^2.
- The sequential cell area fraction in the yosys report is 0.999.
- Input and output buffers added on the ports amount to 257.
- In this run the clock root is driven by a sky130_fd_sc_hd__clkbuf_16.
- The critical path data required time is 0.80 ns.
- The switching power share of the total is 0.185.
- The fraction of post-synthesis cell area in the top cell type by area is 0.999.
- The worst min-delay path startpoint is RS2addr_i[0].
- The synth_stat.txt file lists the number of cells as 129.
- The final critical-path share of the clock period is 1.10.
- Routing resource usage on met2 recorded by global route was 0.212.
- The script extracted a total leakage power of 2.61 nW.
- Dividing the detail-routed via count by the number of cells gives 3.89.
- The switching power summed over all nets is 2.49 mW.
- The tally of unique sky130hd cells used after synthesis is 2.
- Per the OpenROAD floorplan log, the area of the core is 0.0126 sq mm.
- The synthesized instance count is 129.
- The combinational share of power is 0.072.
- The largest total area in the synthesized netlist belongs to sky130_fd_sc_hd__edfxtp_1.
- In this run the worst path has a maximum fanout of 1.
- The floorplan step records an initial core utilization of 0.306.
- The met1 track demand over resource is 0.181.
- For this run, global-route usage on met3 was measured as 0.0563.
- The total global routing track utilization is 0.132.
- The post-synthesis instance area is 0.00385 sq mm.
- For the pin with the worst max-slew slack, the measured transition is 0.303 ns.
- Sorting the synthesized cells by how often they occur yields sky130_fd_sc_hd__edfxtp_1, sky130_fd_sc_hd__inv_1.
- The routed wire length is 8510 microns.
- The most popular library cell in the synthesized design by count is sky130_fd_sc_hd__edfxtp_1.
- Grouping stages by cell kind, the critical path spends the most delay in flip-flops.
- The part of the total power dissipated in the clock network is 0.449.
- The fraction of layout instances using a drive strength above 1 is 0.389.
- The cell at the slowest stage of the critical path is sky130_fd_sc_hd__edfxtp_1.
- The first-pass GRT wire length is 12,000 microns.
- The timing report gives the biggest stage delay along the critical path as 0.37 ns.
## stage by stage
step | instance area (sq um) | std cells | util | setup TNS, ns | setup slack (ns)
after global placement | 6780 | 567 | 0.540 | -53.83 | -0.435
after CTS | 6730 | 599 | 0.536 | -12.10 | -0.129
after floorplan | 3850 | 129 | - | -183.13 | -1.43
final | 6730 | 599 | 0.536 | -8.68 | -0.104
after global routing | 6730 | 599 | 0.536 | -14.99 | -0.148
after detailed placement | 6780 | 567 | 0.540 | -53.92 | -0.434
## power groups by stage
stage	clock [mW]	sequential [mW]	combinational [mW]
after global routing	6.47	6.50	1.07
final	6.06	6.46	0.975
after CTS	6.21	6.47	1.00
## sequential cells by signal (all words and copies together) (netlist names), 2 cells and up
signal     count
Imm_o         32
data1_o       32
data2_o       32
funct_o       10
RDaddr_o       5
RS1addr_o      5
RS2addr_o      5
ALUOp_o        2
## worst max-delay path by stage
stage	depth (start not counted)	endpoint	slack, ns	startpoint
5_1_grt	1	data1_o[14]	-0.15	data1_o[14]
6_report	1	data2_o[16]	-0.10	data2_o[16]
4_1_cts	1	data2_o[4]	-0.13	data2_o[4]
## kinds of logic (layout without fill, tap and decap cells)
logic type,after synthesis,in the layout,synth area share
flip-flops,128,128,0.999
buffers and inverters,1,299,0.000975
## layout make-up
type | instances | area share
Timing Repair Buffer | 266 | 0.308
Tap cell | 172 | 0.0320
Clock buffer | 17 | 0.0632
Sequential cell | 128 | 0.571
Clock inverter | 15 | 0.0247
Inverter | 1 | 0.00112
## repair_timing
item | 4_1_cts | 5_1_grt
pin swaps | 0 | 0
endpoints found under the setup margin | 147 | 128
gates resized | 398 | 0
## metal layers
metal	wire (microns)	part of all wire
met5	0	0
met1	3060	0.36
met3	888	0.10
met4	99	0.012
met2	4470	0.52
## layout by cell type, fill, tap and decap left out
cell type                         count
sky130_fd_sc_hd__buf_12               6
sky130_fd_sc_hd__clkinv_2             1
sky130_fd_sc_hd__clkinv_1             4
sky130_fd_sc_hd__dlygate4sd2_1        1
sky130_fd_sc_hd__buf_2              128
sky130_fd_sc_hd__inv_6                3
sky130_fd_sc_hd__clkinvlp_4           5
sky130_fd_sc_hd__buf_4                3
sky130_fd_sc_hd__bufinv_16            3
sky130_fd_sc_hd__clkbuf_16           17
sky130_fd_sc_hd__edfxtp_1           128
sky130_fd_sc_hd__clkdlybuf4s50_1    128
Power and IR drop assume default switching activity.

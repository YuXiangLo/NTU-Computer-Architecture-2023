**flow/constraint.sdc**
```tcl
current_design IF_ID

set clk_period 1.0
set clk_io_pct 0.2

create_clock -name clk0 -period $clk_period [get_ports {clk_i}]

set non_clock_inputs [all_inputs -no_clocks]
set_input_delay [expr $clk_period * $clk_io_pct] -clock clk0 $non_clock_inputs
set_output_delay [expr $clk_period * $clk_io_pct] -clock clk0 [all_outputs]
```
**flow/config.mk**
```make
export PLATFORM = sky130hd
export DESIGN_NAME = IF_ID
export DESIGN_NICKNAME = IF_ID
export VERILOG_FILES = /design/flow/design.v
export SDC_FILE = /design/flow/constraint.sdc
export NUM_CORES = 4
export LEC_CHECK = 1
export CORE_UTILIZATION = 40
```
**flow/design.v**
```verilog
module  IF_ID
(
    clk_i,
    rst_i,
    Stall_i,
    Flush_i,
    instr_i,
    PC_i,
    instr_o,
    PC_o
);
input   clk_i;
input   rst_i;
input   Stall_i;
input   Flush_i;
input   [31:0]  instr_i;
input   [31:0]  PC_i;
output reg [31:0]  instr_o;
output reg [31:0]  PC_o;
always@(posedge clk_i)begin
    if(Flush_i)begin
        instr_o = 32'b0;
        PC_o = 32'b0;
    end
    else if(!rst_i && !Stall_i)begin
        instr_o = instr_i;
        PC_o = PC_i;
    end
end
endmodule
```
**flow/run.sh**
```bash
#!/bin/bash
# OpenROAD 26Q1-2900-gdf79404cd8, Yosys 0.63+post, stock flow scripts
make -C /OpenROAD-flow-scripts/flow DESIGN_CONFIG=/design/flow/config.mk WORK_HOME=/design/flow/orfs finish
```
==> out/results.txt <==
Outcome - finished, final reports clean
Total leakage power - 1.67 nW
Final worst clock skew - 0 ns
Slowest cell on the critical path - dfxtp_2
Endpoint kind of the worst setup timing path - output port
Remaining DRCs - 0
# Post-CTS Setup Buffers - 0
Uppermost layer routed - met4
Sum of routed wire segments on met1 - 2.89 mm
FP Rows - 29
Total detailed-routing wirelength - 6.68 mm
Setup TNS - 0 ns
Critical path data arrival time - 0.76 ns
Routed vias/inst - 5.04
Ports placed on the boundary - 132
Post-route fraction of the period consumed by the critical path - 0.960
Remaining max-slew budget at the tightest pin - 0.833
Final setup violation count - 0
Data required time at the worst endpoint - 0.80 ns
Switching power total - 0.00123 W
Number of DRC markers after the initial detailed-route iteration - 140
Placed standard-cell area - 0.00416 mm²
Number of buffers inserted during clock tree synthesis - 9
Reported max-cap violation count - 0
Drt wl/cell - 13.5 µm
Category of the critical setup timing path - reg -> out
Chip area from the yosys synthesis statistics - 0.00268 mm²
Proportion of power drawn by flip-flops and latches - 0.503
Most instantiated logic cell after routing - buf_2
Max Buffers Root-to-Sink - 2
Via count of the first global-routing pass - 2,366
Class of the worst hold path - in -> reg
Chip area - 0.00704 mm²
Horizontal die dimension - 83.9 µm
First-pass GRT wire length - 11.1 mm
Detailed-router iteration count before antenna repair - 26
Total of fill cells in the finished design - 555
Worst path cell trace - buf_2
Amount of wire on met2 after detailed routing - 2.89 mm
Maximum level of the CTS H-tree - 3
Max frequency - 1.04 GHz
Warning total across the stage logs - 26
Worst slew pin tran - 0.249 ns
Root buffer selected by CTS - clkbuf_8
Mean instance size in the synthesized netlist - 9.22 µm²
Crit. path cell count - 1
Worst Hold Slack - 0.280 ns
Clock sink count - 64
Flip-flop and latch count after synthesis - 64
Largest net degree at the start of global routing - 55
Sw frac - 0.226
Antenna violations before repair - 0
Highest ir drop seen on vdd - 0.00127 V
Share of synthesized area occupied by flip-flops and latches - 0.477
Maximum fanout encountered on the critical timing path - 2
Number of cells in the yosys synthesis report - 291
Yosys warning total - 1
Depth of the worst hold-timing path - 3
Yosys cell types - 9
Antenna viol nets, final - 0
Clock latency on the worst-skew pair - 0.32 ns
Area added between synthesis and finish - 52.4%
Synth Cell Area - 0.00268 mm²
Total congestion overflow after global routing - 0
Tmin final - 0.960 ns
Half-perimeter wire length of the detailed placement result - 4.57 mm
Clock tree from TritonCTS - built
CP peak stage delay - 0.31 ns
Fraction of final layout cells with drive strength greater than 1 - 0.408
Most used cells in the layout excluding fill and tap cells - 65 x buf_2, 64 x dfxtp_2, 64 x clkdlybuf4s50_1
CTS clock-pin slew for the worst setup and hold paths - 0.06 ns
Routed wire length on met3 - 849 µm
Startpoint Class - flop
Count of inserted antenna diode cells - 0
Comb power frac - 0.151
Sum of buffers and inverters on the critical path - 1
Die Y - 83.9 µm
Number of I/O port buffers - 131
Slew Viols, Final - 0
Largest delay share family, worst path - flip-flops
Relative contribution of the clock network to total power - 0.346
GRT Util Overall - 0.200
Hold Vio Cnt, Final - 0
Pwr/cell area - 1330 mW/mm²
Number of cells on the worst reg-to-reg path - 2
Total internal power - 0.00421 W
Routability-driven placement congestion ratio - 0.805
Routed via count - 2,502
Floorplan Core Area - 0.00642 mm²
Post-layout util - 0.637
Initial core utilization - 0.418
Unrepaired setup endpoints after global routing - no
Number of instances in the synthesized netlist - 291
Post-route cell area - 0.00409 mm²
## metal layers
metal | global-route usage | up-vias
li1 | - | 1304
met1 | 0.287 | 1103
met2 | 0.305 | 90
met3 | 0.0823 | 5
met4 | 0.0141 | 0
met5 | 0 | -
## layout make-up
cell class              instances  area (µm²)  share of cell area
clock buffers                  12         155              0.0379
clock inverters                 1        5.00             0.00122
multi-input cells             192        1200               0.294
flip-flops and latches         64        1360               0.333
well taps                      77        96.3              0.0235
repair buffers                150        1270               0.310
## timing repair
item,CTS,global route
hold buffers,0,0
gates resized,260,3
pin swaps,0,0
setup endpoints to repair,64,3
## power by group through the flow
stage	clock network (W)	logic, W	registers [W]
6_report	0.00188	0.000819	0.00273
4_1_cts	0.00195	0.000822	0.00273
5_1_grt	0.00206	0.000906	0.00275
## stage by stage
step           instances  setup WS, ns  power, W
5_1_grt              496       0.00328   0.00571
2_1_floorplan        291        0.0264   0.00309
4_1_cts              496        0.0138   0.00551
3_3_place_gp         483        -0.266   0.00369
3_5_place_dp         483        -0.280   0.00370
6_report             496        0.0403   0.00544
## worst paths after layout
kind                                          startpoint                  endpoint  slack (ns)
worst min register to register  instr_o[13]$_SDFFE_PP0P_  instr_o[13]$_SDFFE_PP0P_        0.47
worst max-delay path               PC_o[20]$_SDFFE_PP0P_                  PC_o[20]        0.04
worst max register to register      PC_o[0]$_SDFFE_PP0P_      PC_o[0]$_SDFFE_PP0P_        0.35
worst min-delay path                             Flush_i      PC_o[0]$_SDFFE_PP0P_        0.28
## cell usage after synthesis
cell type  number  share of area
a21oi_1        64           0.12
dfxtp_1        64           0.48
or3b_1         56           0.18
o21ai_0        52          0.097
clkbuf_1       19          0.027
o21ai_1        12          0.022
buf_6           8          0.034
clkbuf_2        8          0.015
or3b_2          8          0.026
## state kept, by name, indices dropped and copies added, names as in the netlist
| signal | count |
|---|---|
| PC_o | 32 |
| instr_o | 32 |
## kinds of logic (layout without fill, tap and decap cells)
kind of cell | after synthesis | in the layout | share of synthesized area
compound gates | 128 | 128 | 0.239
buf+inv | 35 | 163 | 0.0751
flops | 64 | 64 | 0.477
simple gates | 64 | 64 | 0.209
No activity file was given, so power comes from the tool's default toggle rates.
